[design/flow/design.v]
`timescale 1ns / 1ps
module BoothMultiplierM2(
    input reset,
    input clock,
    input start,
    input signed [3:0] A,  
    input signed [3:0] B,  
    output signed [7:0] P,
    output ready
    );
    reg signed [7:0] P = 8'd0;
    reg ready;
    reg[1:0] counter;
    always @(posedge clock)
    begin
    if(reset) begin
    P = 8'd0;
    ready = 1'b0;
    counter = 2'b00;
    end
    else
    if(start)
   	 if(counter == 2'b0)
   		 if({B[counter + 1], B[counter], 1'b0} == 3'b000)begin
   		 P = P << 1;
   		 counter = counter + 1;
   		 ready = 1'b0;
   		 end
   		 else if({B[counter + 1], B[counter], 1'b0} == 3'b001)begin
   		 P = P + A;
   		 P = P << 1;
   		 counter = counter + 1;
   		 ready = 1'b0;
   		 end
   		 else if({B[counter + 1], B[counter], 1'b0} == 3'b010)begin
   		 P = P + A;
   		 P = P << 1;
   		 counter = counter + 1;
   		 ready = 1'b0;
   		 end
   		 else if({B[counter + 1], B[counter], 1'b0} == 3'b011)begin
   		 P = P + A;
   		 P = P + A;
   		 P = P << 1;
   		 counter = counter + 1;
   		 ready = 1'b0;
   		 end
   		 else if({B[counter + 1], B[counter], 1'b0} == 3'b100)begin
   		 P = P - A;
   		 P = P - A;
   		 P = P << 1;
   		 counter = counter + 1;
   		 ready = 1'b0;
   		 end
   		 else if({B[counter + 1], B[counter], 1'b0} == 3'b101)begin
   		 P = P - A;
   		 P = P << 1;
   		 counter = counter + 1;
   		 ready = 1'b0;
   		 end
   		 else if({B[counter + 1], B[counter], 1'b0} == 3'b110)begin
   		 P = P - A;
   		 P = P << 1;
   		 counter = counter + 1;
   		 ready = 1'b0;
   		 end
   		 else if({B[counter + 1], B[counter], 1'b0} == 3'b111)begin
   		 P = P << 1;
   		 counter = counter + 1;
   		 ready = 1'b0;
   		 end
		 else if(counter > 1'b0)
    		 if({B[counter + 2], B[counter + 1], B[counter]} == 3'b000)begin
   		 P = P << 1;
   		 counter = counter + 1;
   		 ready = 1'b0;
   		 end
   		 else if({B[counter + 2], B[counter + 1], B[counter]} == 3'b001)begin
   		 P = P + A;
   		 P = P << 1;
   		 counter = counter + 1;
   		 ready = 1'b0;
   		 end
   		 else if({B[counter + 2], B[counter + 1], B[counter]} == 3'b010)begin
   		 P = P + A;
   		 P = P << 1;
   		 counter = counter + 1;
   		 ready = 1'b0;
   		 end
   		 else if({B[counter + 2], B[counter + 1], B[counter]} == 3'b011)begin
   		 P = P + A;
   		 P = P + A;
   		 P = P << 1;
   		 counter = counter + 1;
   		 ready = 1'b0;
   		 end
   		 else if({B[counter + 2], B[counter + 1], B[counter]} == 3'b100)begin
   		 P = P - A;
   		 P = P - A;
   		 P = P << 1;
   		 counter = counter + 1;
   		 ready = 1'b0;
   		 end
   		 else if({B[counter + 2], B[counter + 1], B[counter]} == 3'b101)begin
   		 P = P - A;
   		 P = P << 1;
   		 counter = counter + 1;
   		 ready = 1'b0;
   		 end
   		 else if({B[counter + 2], B[counter + 1], B[counter]} == 3'b110)begin
   		 P = P - A;
   		 P = P << 1;
   		 counter = counter + 1;
   		 ready = 1'b0;
   		 end
   		 else if({B[counter + 2], B[counter + 1], B[counter]} == 3'b111)begin
   		 P = P << 1;
   		 counter = counter + 1;
   		 ready = 1'b0;
   		 end
   		 else if(counter == 2'b11)
    		 if({B[counter + 2], B[counter + 1], B[counter]} == 3'b000)begin
   		 P = P << 1;
   		 counter = counter + 1;
   		 ready = 1'b1;
   		 end
   		 else if({B[counter + 2], B[counter + 1], B[counter]} == 3'b001)begin
   		 P = P + A;
   		 P = P << 1;
   		 counter = counter + 1;
   		 ready = 1'b1;
   		 end
   		 else if({B[counter + 2], B[counter + 1], B[counter]} == 3'b010)begin
   		 P = P + A;
   		 P = P << 1;
   		 counter = counter + 1;
   		 ready = 1'b1;
   		 end
   		 else if({B[counter + 2], B[counter + 1], B[counter]} == 3'b011)begin
   		 P = P + A;
   		 P = P + A;
   		 P = P << 1;
   		 counter = counter + 1;
   		 ready = 1'b1;
   		 end
   		 else if({B[counter + 2], B[counter + 1], B[counter]} == 3'b100)begin
   		 P = P - A;
   		 P = P - A;
   		 P = P << 1;
   		 counter = counter + 1;
   		 ready = 1'b1;
   		 end
   		 else if({B[counter + 2], B[counter + 1], B[counter]} == 3'b101)begin
   		 P = P - A;
   		 P = P << 1;
   		 counter = counter + 1;
   		 ready = 1'b1;
   		 end
   		 else if({B[counter + 2], B[counter + 1], B[counter]} == 3'b110)begin
   		 P = P - A;
   		 P = P << 1;
   		 counter = counter + 1;
   		 ready = 1'b1;
   		 end
   		 else if({B[counter + 2], B[counter + 1], B[counter]} == 3'b111)begin
   		 P = P << 1;
   		 counter = counter + 1;
   		 ready = 1'b1;
   		 end
   		 else;
    end
endmodule
[design/flow/run.sh]
#!/bin/bash
# OpenROAD 26Q1-2900-gdf79404cd8, Yosys 0.63+post, stock flow scripts
make -C /OpenROAD-flow-scripts/flow DESIGN_CONFIG=/design/flow/config.mk WORK_HOME=/design/flow/orfs finish
[design/flow/config.mk]
export PLATFORM = sky130hd
export DESIGN_NAME = BoothMultiplierM2
export DESIGN_NICKNAME = BoothMultiplierM2
export VERILOG_FILES = /design/flow/design.v
export SDC_FILE = /design/flow/constraint.sdc
export NUM_CORES = 4
export LEC_CHECK = 1
export CORE_AREA = 10 10 92 92
export DIE_AREA = 0 0 102 102
[design/flow/constraint.sdc]
current_design BoothMultiplierM2

set clk_period 4.3
set clk_io_pct 0.2

create_clock -name clk0 -period $clk_period [get_ports {clock}]

set non_clock_inputs [all_inputs -no_clocks]
set_input_delay [expr $clk_period * $clk_io_pct] -clock clk0 $non_clock_inputs
set_output_delay [expr $clk_period * $clk_io_pct] -clock clk0 [all_outputs]
==> CHANGELOG.md <==
## Flow update

- Outcome: completed
- Post-synth cell types: around 42
- Top Family by Delay on Critical Path: buffers and inverters
- Vias in the first global route: 1197
- Critical path required time: around 4.4 ns
- Cts repair resizes: 0
- Mapped Area: around 1300 sq um
- Flops out of synthesis: 9
- Worst setup SP type: primary input
- First-pass GRT wire length: between 5000 and 6000 um
- Uppermost layer routed: met4
- CP Capture Type: flop
- # clock sinks: 9
- Setup TNS: 0 ns
- Placed inst area: between 1000 and 1500 sq um
- DR vias/cell: approximately 4.7
- DP HPWL: about 2600 um
- Worst Path Max Fanout: 7
- Initial Utilization: between 10% and 20%
- Max_slew headroom: between 30% and 40%
- Fin crit share: 84.3%
- H-Tree Depth: 1
- Tool warnings: 31
- Most area-consuming cells after synthesis: ha_1, dfxtp_1, a21oi_1
- CTS buffer count: 3
- Max Cap Violations: 0
- Initial antenna violation count: 0
- GP Congestion: ~0.87
- CP cell instances: clkdlybuf4s50_1, inv_1, ha_1, inv_1, a21oi_1, mux2i_1, nand2_1, ha_1, or2_2, o22ai_1, mux2i_1, mux2i_1, o31ai_1
- Largest type area fraction: between 15 and 20%
- Top cells excl fill/tap: nor2_1, ha_1, clkdlybuf4s50_1, a21oi_1, nand2_1
- Routed WL per cell: around 13 um
- RSZ-0062 raised after global routing: false
- # rows: 29
- Bufs and invs on worst path: 3
- Post-synth EDFFs: 0
- Hold-fix buffers at CTS: 0
- DRC Markers: 0
- Top FF cell, synth: dfxtp_1
- CTS tree: done
- Chip Area, Yosys: 1260 sq um
- Clock-pin transition on the worst setup and hold timing paths: about 0.05 ns
- Setup bufs post-CTS: 0
- Final WL: between 3000 and 4000 um
- Count of yosys warnings during synthesis: 1
- Fin crit period: 3.62 ns
- Fraction of layout cells with a size suffix above 1: ~6.8%
- Via count: 1200
- Syn Area/Cell: about 7.8 sq um
- Clock root cell: clkbuf_8
- Worst-Skew Late Latency: 0.24 ns
- Slew at the pin closest to its max-slew limit: 0.900 ns
- Io pins: 20
- Total leakage power: ~0.00061 uW
- Largest net degree at the start of global routing: 13
- Global Route Usage Sum: roughly 6.2%
- Yosys cell count: 161
- P&R area growth vs syn: 22.3%
- Iter 0 DRT Violations: approximately 76
- Flop2flop setup slack: 1.43 ns
- Die Y: 102 um
- Max stage delay on crit path: roughly 0.48 ns
- Die ar.: about 10000 sq um
- CP max stage cell: clkdlybuf4s50_1
- Synth area leader: ha_1
- Critical setup path kind: primary input to flop
- Antenna Nets Post-Route: 0
- Slew Viols, Final: 0
- Metal-1 WL: roughly 1600 um
- Power density over the cells: roughly 440 nW/um^2
- Routed met3 length: 128 um
- Achievable Freq: between 200 and 300 MHz
- Placeable Area: around 6500 sq um
- Router iterations before antenna repair: 4
- Final Cell Area: ~1500 sq um
- Min-Delay Path Class: flop to flop
- Port bufs: 17
- WL met2: about 1500 um
- Synthesized instance count: 161
- GRT overflow: 0
- Most used cell, CP: mux2i_1
- Crit path arrival time: 3.73 ns
- Final Hold Violation Tally: 0
- Post-synth ARST share: 0%
- Peak VDD IR: ~230 uV
- Top cell excl fill/tap: nor2_1
- Die W: roughly 100 um
- Sequential area share after synthesis: between 10% and 20%
- Diode count: 0
- Clock Skew: 0.00506 ns
- Final setup violation count: 0
- Clk buf depth: 2
## worst paths after layout
check,cells past startpoint,end,from
max,13,P[7]$_SDFFE_PP0P_,A[3]
min reg2reg,2,P[1]$_SDFFE_PP0P_,P[1]$_SDFFE_PP0P_
min,2,P[1]$_SDFFE_PP0P_,P[1]$_SDFFE_PP0P_
max reg2reg,12,P[7]$_SDFFE_PP0P_,P[1]$_SDFFE_PP0P_
## metal layers
metal / up-vias / GRT usage (%)
met1: 566 / 8.12
met2: 21 / 10.9
met4: 0 / 0.542
met3: 4 / 1.16
li1: 609 / -
met5: - / 0
## synthesized netlist by cell type, drive strengths merged (3+ instances only)
cell    count
nor2       19
a21oi      17
ha         17
nand2      12
dfxtp       9
inv         9
mux2i       7
o21ai       5
xnor2       5
a31oi       4
clkbuf      4
xor2        4
buf         3
nand3       3
nand3b      3
nor3        3
o21a        3
or3         3
## report_power, final
part | switching (uW) | internal (uW)
clock network | 37.6 | 65.0
logic | 235 | 208
registers | 28.9 | 104
total | 302 | 378
## state kept, by name, indices dropped and copies added (netlist names)
name / flops
P: 7
counter: 2
## cell families after synthesis
logic type,Yosys count,synth area share [%]
AND/OR/NAND/NOR,55,21.4
AND-OR/OR-AND,42,21.5
adder cells (fa/ha/maj),19,20.1
buffers and inverters,16,6.07
multiplexers,10,10.0
XOR/XNOR,9,6.27
flip-flops,9,14.3
other,1,0.298
## per-stage QoR
step	util [%]	hold WS, ns	total power, uW	cells	worst slack (ns)
floorplan	-	0.465	458	162	1.22
detailed placement	23.1	0.541	573	250	0.440
finish	23.8	0.531	679	254	0.676
global route	23.8	0.575	744	254	0.494
CTS	23.8	0.547	679	254	0.675
global placement	23.1	0.515	572	250	0.459
## worst register-to-register path: cells and delay by family, from the launching register on
| family | cells | cell delay (ns) |
|---|---|---|
| AOI/OAI and AO/OA | 5 | 0.58 |
| adders and majority gates | 2 | 0.75 |
| muxes | 2 | 0.46 |
| xor gates and xnor gates | 1 | 0.27 |
| and+or+nand+nor | 1 | 0.18 |
| buffers and inverters | 1 | 0.10 |
| DFF | 1 | 0.41 |
## area by class of cell
| type | instances | area, sq um |
|---|---|---|
| Multi-Input combinational cell | 137 | 1000 |
| Inverter | 9 | 33.8 |
| Tap cell | 77 | 96.3 |
| Fill cell | 712 | 4920 |
| Timing Repair Buffer | 18 | 178 |
| Sequential cell | 9 | 180 |
| Clock buffer | 4 | 45.0 |
Power is estimated from default activity; no workload was simulated.
